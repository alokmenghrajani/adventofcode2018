File: ./run.sh
#!/bin/bash
# OpenROAD 26Q1-2900-gdf79404cd8, Yosys 0.63+post, stock flow scripts
make -C /OpenROAD-flow-scripts/flow DESIGN_CONFIG=/design/flow/config.mk WORK_HOME=/design/flow/orfs finish
File: ./config.mk
export PLATFORM = sky130hd
export DESIGN_NAME = delta
export DESIGN_NICKNAME = delta
export VERILOG_FILES = /design/flow/design.v
export SDC_FILE = /design/flow/constraint.sdc
export NUM_CORES = 4
export LEC_CHECK = 1
export CORE_AREA = 10 10 169 169
export DIE_AREA = 0 0 179 179
File: ./constraint.sdc
current_design delta

set clk_period 12.1
set clk_io_pct 0.2

create_clock -name clk0 -period $clk_period

set non_clock_inputs [all_inputs -no_clocks]
set_input_delay [expr $clk_period * $clk_io_pct] -clock clk0 $non_clock_inputs
set_output_delay [expr $clk_period * $clk_io_pct] -clock clk0 [all_outputs]
File: ./design.v
module delta (
  a,
  b,
  r
);
input [25:0][7:0] a;
input [25:0][7:0] b;
output [5:0] r;
wire [25:0] cells;
genvar i;
for (i=0; i<26; i = i + 1) begin
  assign cells[i] = (a[i] === b[i]);
end
bit_counter t (.data({6'b0, cells}), .r(r));
endmodule
module bit_counter (
  data,
  r
);
input [31:0] data;
output [5:0] r;
wire [15:0][1:0] layer1;
wire [7:0][2:0] layer2;
wire [3:0][3:0] layer3;
wire [2:0][4:0] layer4;
genvar i;
for (i=0; i<16; i = i + 1) begin
  half_adder t (.a(data[i*2]), .b(data[i*2+1]), .r(layer1[i][0]), .c(layer1[i][1]));
end
for (i=0; i<8; i = i + 1) begin
  assign layer2[i] = layer1[i*2] + layer1[i*2+1];
end
for (i=0; i<4; i = i + 1) begin
  assign layer3[i] = layer2[i*2] + layer2[i*2+1];
end
for (i=0; i<2; i = i + 1) begin
  assign layer4[i] = layer3[i*2] + layer3[i*2+1];
end
assign r = layer4[0] + layer4[1];
endmodule
module half_adder (
  a,
  b,
  r,
  c
);
input a;
input b;
output r;
output c;
assign r = a ^ b;
assign c = a & b;
endmodule
==> results.py <==
# Metrics from the implementation run
metrics = {
    "flow_run": {
        "maxCapViolations": 0,
        "warnings": 34,
    },
    "grt": {
        "top_usage_layer": "met2",
        "grt.total_usage_pct": 10.2,
        "grt_pass1_wl_mm": 25.1,
        "grt_antenna_before_repair": 0,
        "grt_use_met3_pct": 4.41,
        "use_met1_pct": 10.8,
        "grt_max_degree": 5,
        "grt.met2_usage_pct": 19.3,
        "grt.overflow.total": 0,
        "grt_pass1_vias": 4667,
    },
    "timing": {
        "finalClockPeriodUsage_pct": 87.3,
        "relSlewSlack_pct": 79.6,
        "fin_tns_setup_ns": 0,
        "hold-worst-slack_ns": 6.42,
        "clock.fmax_mhz": 94.7,
        "setup_viol": 0,
        "finalHoldViolCount": 0,
        "final.min_clock_period_ns": 10.56,
        "rsz0062_at_grt": "no",
        "final-max-slew-violation-count": 0,
        "tightest_slew_ns": 0.304,
    },
    "finish": {
        "syn_to_final_growth_pct": 145,
        "design_area_sq_um": 7840,
        "seq_cell_count": 0,
        "clockBufferCount": 0,
        "fin_util_pct": 31.3,
        "drive_gt1_share_pct": 0.493,
        "lay_top_cells": "clkdlybuf4s50_1 (422), xnor2_1 (210), nand4_1 (52)",
        "num-fill-cells": 2634,
        "seq_area_sq_um": 0,
        "layout.cells.most_common": "clkdlybuf4s50_1",
        "fin_cells": 1142,
    },
    "floorplanning": {
        "core_sq_um": 25000,
        "chipArea_sq_um": 32000,
        "ios": 422,
        "die_h_um": 179,
        "die_w_um": 179,
        "rows": 58,
        "fp_util_pct": 12.8,
    },
    "pwr": {
        "comb_power_share_pct": 100.0,
        "cellLeakagePower_nw": 2.71,
        "peakVddDrop_mv": 0.0154,
        "p_switching_w": 0.0000588,
        "switching_share_pct": 26.0,
        "power.density_nw_per_um2": 28.9,
        "seq_power_share_pct": 0,
        "clock_power_share_pct": 0,
        "intPower_w": 0.000168,
    },
    "logic_synthesis": {
        "ys_cells": 390,
        "top_area_share_pct": 57.4,
        "avgSynthCellArea_sq_um": 8.22,
        "netlist_area_sq_um": 3210,
        "syn_inst": 390,
        "ys_seq_share_pct": 0,
        "synth_top_cell_by_area": "xnor2_1",
        "area_leaders": "xnor2_1 (57%), fa_1 (13%), nand4_1 (10%)",
        "synth_cell_types": 14,
        "ys_area_sq_um": 3210,
        "ys.warnings.count": 0,
    },
    "setup_path": {
        "crit_slowest_cell": "fa_1",
        "worst-path-buf-inv": 5,
        "cp_max_fo": 2,
        "cp_slowest_stage_delay_ns": 0.56,
        "cp_top_family": "adder cells",
        "cpMostUsedCell": "fa_1",
        "endpoint_kind": "primary output",
        "start_kind": "primary input",
        "critical_path_class": "in2out",
        "crit_arrival_ns": 8.14,
        "required_ns": 9.68,
        "crit_chain": "clkdlybuf4s50_1, xnor2_1, nand4_1, nor2_1, ha_1, inv_1, fa_1, fa_1, inv_1, fa_1, inv_1, fa_1, fa_1, fa_1, fa_1, nand2b_1, a21oi_2, xnor2_1, clkdlybuf4s50_1",
    },
    "place": {
        "io_buffer_count": 422,
        "hpwl_mm": 17.5,
        "place.gp.congestion": 0.838,
        "placed_area_sq_um": 7840,
        "dp.cells": 1142,
    },
    "status": {
        "status": "completed",
    },
    "drt": {
        "antenna_cells_inserted": 0,
        "wl_per_cell_um": 15.6,
        "drt_wl_total_mm": 17.8,
        "first_iter_violations": 29,
        "route.antenna.remaining_nets": 0,
        "drc": 0,
        "via_count": 3965,
        "drt_pass1_iterations": 4,
        "avgViaCountPerCell": 3.47,
    },
    "clock_tree": {
        "postCtsHoldBufs": 0,
        "cts_resized": 0,
        "post_cts_buffers": 0,
    },
    "hold_path": {
        "hp-class": "in2out",
    },
}
-- power groups by stage --
| stage | Sequential (W) | Clock, W | Combinational [W] |
|---|---|---|---|
| 6_report | 0 | 0 | 0.000227 |
| 5_1_grt | 0 | 0 | 0.000244 |
| 4_1_cts | 0 | 0 | 0.000230 |
-- cell type report --
| type | instances | area [sq um] | area share [%] |
|---|---|---|---|
| timing repair buffer | 422 | 4220 | 53.9 |
| multi-input combinational | 343 | 3030 | 38.6 |
| tap | 330 | 413 | 5.26 |
| inverter | 47 | 176 | 2.25 |
-- path summary, 6_finish.rpt --
| path | startpoint | cells after the start | end |
|---|---|---|---|
| worst min-delay path | a[130] | 9 | r[0] |
| worst max-delay path | b[156] | 19 | r[4] |
-- routing by layer --
layer  share of wire, %  up-vias
li1                   -     2097
met1                 35     1633
met2                 52      233
met3                 13        2
met4               0.15        0
met5                  0        -
-- Yosys cell counts --
library cell,instances
nor2_2,1
o31a_1,1
fa_1,21
inv_1,47
nand2b_1,2
a21oi_1,1
ha_1,21
nand2b_2,1
a21oi_2,2
xnor2_1,210
nor2_1,29
o21ai_1,1
xor2_1,1
nand4_1,52
-- cell families (layout without fill, tap and decap cells) --
kind of cell / after synthesis / count (layout) / synth area share, %
xor gates and xnor gates: 211 / 211 / 57.7
and+or+nand+nor: 85 / 85 / 14.4
buffers and inverters: 47 / 469 / 5.50
adders and majority gates: 42 / 42 / 21.3
AOI/OAI and AO/OA: 5 / 5 / 1.13
-- stage by stage --
stage / power [W] / setup WS [ns]
floorplan: 0.0000692 / 2.89
global placement: 0.000228 / 1.48
detailed placement: 0.000229 / 1.49
CTS: 0.000230 / 1.46
global route: 0.000244 / 1.23
finish: 0.000227 / 1.54
Power and IR drop assume default switching activity.
