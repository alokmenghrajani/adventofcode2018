==> flow/design.v <==
module rotate(input clk, output LED1, output LED2, output LED3, output LED4, output LED5);
  reg ready = 0;
  reg [23:0] divider;
  reg [4:0] rot;
  always @(posedge clk) begin
    if (ready) begin
      if (divider == 4800000) begin
        divider <= 0;
        rot <= {rot[3], rot[2], rot[1], rot[0], rot[4]};
      end
      else begin
        divider <= divider + 1;
      end
    end
    else begin
      ready <= 1;
      rot <= 5'b10000;
      divider <= 0;
    end
  end
  assign LED1 = rot[0];
  assign LED2 = rot[1];
  assign LED3 = rot[2];
  assign LED4 = rot[3];
  assign LED5 = rot[4];
endmodule
==> flow/run.sh <==
#!/bin/bash
# OpenROAD 26Q1-2900-gdf79404cd8, Yosys 0.63+post, stock flow scripts
make -C /OpenROAD-flow-scripts/flow DESIGN_CONFIG=/design/flow/config.mk WORK_HOME=/design/flow/orfs finish
==> flow/config.mk <==
export PLATFORM = sky130hd
export DESIGN_NAME = rotate
export DESIGN_NICKNAME = rotate
export VERILOG_FILES = /design/flow/design.v
export SDC_FILE = /design/flow/constraint.sdc
export NUM_CORES = 4
export LEC_CHECK = 1
export CORE_AREA = 10 10 92 92
export DIE_AREA = 0 0 102 102
==> flow/constraint.sdc <==
current_design rotate

set clk_period 5.0
set clk_io_pct 0.2

create_clock -name clk0 -period $clk_period [get_ports {clk}]

set non_clock_inputs [all_inputs -no_clocks]
set_input_delay [expr $clk_period * $clk_io_pct] -clock clk0 $non_clock_inputs
set_output_delay [expr $clk_period * $clk_io_pct] -clock clk0 [all_outputs]
==> run notes <==
Figures from the flow reports.

Outcome:
- The flow ran to the end, and the final reports show no timing, DRC or antenna violations.

Setup path:
- The run gives the cell family with the largest share of critical-path delay as simple AND/OR/NAND/NOR gates.
- Among all stages on the critical path, the largest delay is contributed by or3_1.
- Listed in order, past its start point the critical path passes ha_1 > nand4_1 > or3_1 > or4_1 > a21oi_1.
- The timing report notes that buffer and inverter cells on the critical path total 0.
- The worst setup path is captured at a flop.
- The run puts the data arrival time of the critical path at around 2300 ps.
- The critical path is of the reg -> reg type.
- The run gives the type of element launching the critical path as a flop.
- The run gives the largest stage delay on the critical path as about 500 ps.
- The run puts the top fanout value on the critical path at 6.
- The run gives the critical path required time as roughly 5200 ps.

Routing:
- After detailed routing, the average wire length per cell comes to 10.6 um.
- The run puts the number of DRC markers in iteration 0 at roughly 66.
- According to the report, the first pass of detailed routing completed in 4 iterations.
- The run puts the number of DRC violations after detailed routing at 0.
- The wire length recorded after detailed routing is ~2600 um.
- Summing over every cut layer, the via total after detailed routing is 1153.
- The count of nets left with antenna violations once routing finished came out at 0.
- The run puts the via-per-instance ratio at roughly 4.7.
- The run puts the diode insertion count for antenna repair at 0.

Clock tree:
- CTS built an H-tree with a depth of 2.
- In this run the clock root is driven by a clkbuf_8.
- The run puts the clock slew at the register clock pins of the worst setup and hold paths at approximately 60 ps.
- The report puts the hold buffer count at CTS at 0.
- The run gives the later-pin clock latency in the skew report as about 270 ps.
- Per the repair_timing log after CTS, setup buffers inserted total 0.
- The run puts the number of clock sinks at 30.
- TritonCTS built the clock tree.
- The run puts the buffer depth of the longest clock path at 2.
- The run puts the number of buffers added by the clock tree synthesis step at 5.
- The run gives the total of cells resized after clock tree synthesis as 0.

Yosys:
- The run puts the total of flip-flops plus latches after synthesis at 30.
- The synthesized design spends more area on one cell type than any other, namely dfxtp_1.
- The run gives the post-synthesis area per instance as approximately 8.5 um^2.
- The run puts the number of cells in Yosys stat at roughly 160.
- The run gives the async set-or-reset flop fraction in the synthesized netlist as 0%.
- The commonest cells after synthesis are dfxtp_1, nor2_1, nand3_1.
- The main area contributors are dfxtp_1, xnor2_1, nand3_1.
- The cell area that synthesis handed to floorplanning was 0.00135 mm^2.
- The run puts the synthesized instance count at 159.
- The run puts the chip area estimate from yosys synthesis at between 0.001 and 0.0015 mm^2.
- The run gives the synthesis warning total as 1.
- Counting distinct cell types in the post-synthesis netlist gives 25.
- The run gives the most common cell in the netlist as dfxtp_1.
- The run gives the number of synthesized flops with an enable pin as 0.
- The run gives the post-synthesis sequential area ratio as roughly 45%.
- The run gives the dominant synthesized flop cell as dfxtp_1.
- The run puts the top-area cell type share of the netlist area at roughly 45%.

Power and ir drop:
- The run puts the share of power burned in the clock network at 43.5%.
- The run puts the internal portion of total power at approximately 0.36 mW.
- The run gives the power share of the combinational group as ~2.3%.
- The power report shows net switching accounting for a little over a fifth of the total.
- The run gives the power density normalized to cell area as between 200 and 300 mW/mm^2.
- The run puts the reported leakage power at roughly 0.47 nW.
- In this run, flip-flops and latches consume 54.2% of the power.
- The run gives the net switching power of the design as between 0.09 and 0.1 mW.
- The run gives the peak supply drop as approximately 0.080 mV.

STA:
- The run gives the final number of setup-violating endpoints as 0.
- The run puts the achievable frequency at 0.468 GHz.
- The run gives the setup skew after layout as approximately 3.4 ps.
- Post-route period utilization is reported as a little over two fifths.
- The run puts the sum of negative setup slack at 0 ps.
- The run puts the count of final hold-check violations at 0.
- Setup repair after global routing left no endpoint under its margin.
- The run gives the max-slew violation count as 0.
- The run gives the shortest clock period the worst path allows after layout as approximately 2100 ps.

Die:
- The run puts the boundary pin count at 6.
- The floorplan step defined a die boundary enclosing roughly 0.010 mm^2.
- According to the floorplan report, the placeable core area is 0.00646 mm^2.
- The run puts the chip width at 102 um.
- The run puts the vertical die size at ~100 um.
- The run puts the core utilization before placement at between 20% and 30%.
- The initialized floorplan defines 29 standard-cell rows.

Placed design:
- After legalization and detailed placement, the total HPWL measured between 1500 and 2000 um.
- The run puts the count of buffers inserted at the top-level ports at 5.
- The run puts the final RePlAce weighted congestion at ~0.80.
- Counting tap cells, the placed design contains a total of about 240 instances.

Global route:
- The run puts the pin count of the biggest net entering global routing at 25.
- The run gives the overall overflow remaining after global route as 0.
- The run gives the global-route usage over all layers as 5.21%.
- The initial antenna violation count was 0.
- The via count of the first global-routing pass was a little over 1k.
- The first global-routing pass estimated about 4600 um of wire.

Finish:
- The run gives the growth of design area from synthesis to finish as 17.3%.
- Excluding fillers, the count of instances in the completed layout stands at roughly 250.
- The run puts the fraction of layout instances using a drive strength above 1 at ~7.6%.

Run:
- The tool flagged a number of max-cap violations equal to 0.
- The run gives the count of warning messages emitted by the tools as 26.

Worst hold path:
- The most critical min-delay path falls under reg -> reg.
layout by cell type, fill, tap and decap left out, drive strengths merged:
| master | instances |
|---|---|
| nand2 | 5 |
| xnor2 | 11 |
| a21oi | 12 |
| and4bb | 1 |
| or3 | 7 |
| or4 | 4 |
| clkinv | 1 |
| o31ai | 3 |
| nand4 | 6 |
| nor3 | 5 |
| nand3 | 17 |
| nor2 | 17 |
| clkbuf | 7 |
| nor4 | 7 |
| xor2 | 3 |
| and4 | 2 |
| buf | 1 |
| ha | 2 |
| o21ai | 11 |
| dfxtp | 30 |
| conb | 1 |
| inv | 8 |
| and3 | 4 |
| clkdlybuf4s50 | 5 |
power groups by stage:
stage     Clock [mW]  Combinational (mW)  Sequential, mW
4_1_cts        0.203              0.0105           0.244
5_1_grt        0.211              0.0120           0.245
6_report       0.196              0.0103           0.244
final timing paths:
| check | slack, ps | depth (start not counted) | end | startpoint |
|---|---|---|---|---|
| worst max-delay path | 2860 | 5 | divider[22] | divider[0] |
| worst min-delay path | 400 | 1 | rot[4] | ready |
| worst max register to register | 2860 | 5 | divider[22] | divider[0] |
| worst min register to register | 400 | 1 | rot[4] | ready |
metal layers:
metal	wire [um]	track usage [%]	vias to the layer above
met4	25	0.759	0
met1	1360	7.48	532
met5	0	0	-
li1	-	-	590
met2	1080	7.75	26
met3	160	1.57	5
area by class of cell:
type	instances	area, um^2
fillers	695	4880
multi-input cells	118	704
flip-flops and latches	30	601
well taps	77	96.3
clock buffers	7	86.3
repair buffers	6	57.6
inverters	8	30.0
clock inverters	1	5.00
cells by family after synthesis:
family / Yosys count / synth area share, %
fa+ha+maj: 2 / 1.86
buf+inv: 11 / 3.16
flops: 30 / 44.6
xor+xnor: 14 / 9.10
compound gates: 26 / 10.2
simple gates: 75 / 30.8
other cells: 1 / 0.278
flip-flops by register name, indices dropped and copies added (netlist names):
name	cells
ready	1
divider	24
rot	5
metrics by stage:
stage,setup slack (ps),hold WS [ps],utilization [%],total power [mW],area (um^2)
floorplan,3140,379,-,0.257,1350
global placement,3000,395,23.1,0.260,1490
detailed placement,2940,394,23.1,0.260,1490
CTS,2880,406,24.5,0.458,1580
global route,2740,459,24.5,0.468,1580
finish,2860,405,24.5,0.451,1580
Power and IR drop assume default switching activity.
