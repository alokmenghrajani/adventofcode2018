$ cat run.sh
#!/bin/bash
# OpenROAD 26Q1-2900-gdf79404cd8, Yosys 0.63+post, stock flow scripts
make -C /OpenROAD-flow-scripts/flow DESIGN_CONFIG=/design/flow/config.mk WORK_HOME=/design/flow/orfs finish
$ cat constraint.sdc
current_design partx

set clk_period 6.0
set clk_io_pct 0.2

create_clock -name clk0 -period $clk_period [get_ports {clk}]

set non_clock_inputs [all_inputs -no_clocks]
set_input_delay [expr $clk_period * $clk_io_pct] -clock clk0 $non_clock_inputs
set_output_delay [expr $clk_period * $clk_io_pct] -clock clk0 [all_outputs]
$ cat config.mk
export PLATFORM = sky130hd
export DESIGN_NAME = partx
export DESIGN_NICKNAME = partx
export VERILOG_FILES = /design/flow/design.v
export SDC_FILE = /design/flow/constraint.sdc
export NUM_CORES = 4
export LEC_CHECK = 1
export CORE_UTILIZATION = 30
$ cat design.v
module partx (
  input wire clk,
  output reg LED1,
  output reg LED2,
  output reg LED3
);
reg ready = 0;
wire [22:0] counter1;
wire counter1_done;
reg [19:0] result;
plain_counter #(.WIDTH(23), .VAL(6000000)) plain_counter1 (.clk(clk), .en(ready), .inc(1'b1), .v(counter1), .r(counter1_overflow));
always @(posedge clk) begin
  if (ready == 1) begin
    if (counter1_overflow == 1) begin
      LED1 <= ~LED1;
      result <= {result[0], result[19:1]};
    end
    if (result == 1) begin
      LED2 <= 1;
    end
    else begin
      LED2 <= 0;
    end
  end
  else begin
    ready <= 1;
    LED1 <= 0;
    LED2 <= 0;
    result <= 20'b00010;
  end
end
endmodule
module plain_counter #(parameter WIDTH=1, VAL=1) (
   input clk,
   input en,
   input inc,
   output [WIDTH-1:0] v,
   output r
);
reg [WIDTH-1:0] counter;
always @(posedge clk) begin
  if (en == 1) begin
    if (inc == 1) begin
      if (counter != (VAL-1)) begin
        counter <= counter + 1;
      end
      else begin
        counter <= 0;
      end
    end
  end
  else begin
    counter <= 0;
  end
end
assign v = counter;
assign r = (inc == 1) & (counter == (VAL - 1));
endmodule
==> results_dict.tcl <==
# yosys + openroad results
set metrics [dict create \
    status "finished clean" \
    htree_levels 2 \
    chipHeight_um 82.0 \
    clock_tree.root_cell "sky130_fd_sc_hd__clkbuf_8" \
    yosys_warnings 4 \
    drt_wl_total_um 3220 \
    numCtsBuffers 5 \
    n_antenna_cell 0 \
    antenna_violating_nets_post_route 0 \
    clock-skew-final_ps 4.50 \
    numPlacedInstances 276 \
    yosys.area.top_type_share_pct 47.9 \
    route.detailed.wl_per_inst_um 11.3 \
    syn-mean-instance-area_um2 9.28 \
    yosys_area_um2 1920 \
    worstSetupPathType "register to primary output" \
    drive_gt1_share_pct 5.74 \
    cts_tree "yes" \
    initialDrtViolationCount 37 \
    layout.area.comb_um2 931 \
    die-width_um 82.0 \
    grt_max_degree 29 \
    number_of_sinks_handled_by_clock_tree_synthesis 46 \
    critPathBufInv 1 \
    cts_setup_buffers 0 \
    ffs_w_async_s_r_synth_pct 0 \
    grtUsageMet3_pct 2.03 \
    pin_count 4 \
    grt_overflow_total 0 \
    cap_violations 0 \
    crit_family "buffers and inverters" \
    netlist_top_cells_count "46 x sky130_fd_sc_hd__dfxtp_1, 29 x sky130_fd_sc_hd__nand2_1, 21 x sky130_fd_sc_hd__mux2i_1" \
    crit_required_ps 4800 \
    synth.distinct_cells 31 \
    fp-utilization_pct 31.7 \
    finalWorstPathRequiredPeriod_ps 2330 \
    worst_slew_pin_slew_ps 783 \
    final-instance-count-excl-fill 284 \
    sequential_fraction_of_the_synthesis_area_pct 47.9 \
    syn_to_final_growth_pct 9.31 \
    r2r_slack_ps 3750 \
    critPathMaxFanout 3 \
    min-delay-path-class "register to register" \
    place_hpwl_um 2210 \
    worstPathArrival_ps 1130 \
    synthFlopType "sky130_fd_sc_hd__dfxtp_1" \
    rsz0062_at_grt "no" \
    global_route_wire_length_before_repair_um 5500 \
    worst_setup_path_end_kind "primary output" \
    most_common_cell "sky130_fd_sc_hd__dfxtp_1" \
    synth.yosys.num_cells 207 \
    maxSlewHeadroom_pct 47.8 \
    fin_crit_sh_pct 38.8 \
    clk_pin_slew_worst_paths_ps 80 \
    overall_via_count_from_detail_route 1372 \
    setup_violations 0 \
    final-hold-violation-count 0 \
    path_cells "clkdlybuf4s50_1" \
    met1_usage_pct 17.1 \
    synth.cell_area_um2 1920 \
    timing.final.max_slew_violations 0 \
    power_leakage_nw 0.806 \
    crit_path_top_delay_cell "sky130_fd_sc_hd__clkdlybuf4s50_1" \
    floorplan.rows 28 \
    worst_ir_drop_vdd_mv 0.149 \
    synth.ff_latch_count 46 \
    warning_count 25 \
    grt_util_met2_pct 15.1 \
    cts_hold_buf 0 \
    synth.area.top_cells "sky130_fd_sc_hd__dfxtp_1 48%, sky130_fd_sc_hd__mux2i_1 11%, sky130_fd_sc_hd__nand2_1 5.7%" \
    slowest_delay_ps 470 \
    yosysTopAreaCell "sky130_fd_sc_hd__dfxtp_1" \
    postSynthCellCount 207 \
    grt_pass1_vias 1227 \
    place_area_um2 1990 \
    cts_buffer_depth 2 \
    fmaxAchievable_ghz 0.430 \
    clock_insertion_delay_worst_skew_ps 290 \
    chip_area_um2 6730 \
    port-buffer-count 2 \
    detail_route.drc_violations 0 \
    cts-resized-gates 0 \
    regArea_um2 921 \
    gr-usage-all-layers_pct 10.6 \
    cellPowerDensity_nw_per_um2 258 \
    worstSetupStartpointType "register" \
    dr.pass1.iters 4 \
    routed_via_density 4.83 \
    grt-busiest-layer "met1" \
    gp_congestion 0.795 \
    post_route_design_area_um2 2100 \
    totalNegativeSetupSlack_ps 0 \
    fp.coreArea_um2 6060 \
    num-fill-cells 614 \
    enable_flop_cells 0 \
    grt_antenna_before_repair 0 \
]
routing by layer:
metal  part of all wire (%)  routed length, um
met2                     40               1300
met1                     56               1820
met3                    2.5                 81
met5                      0                  0
met4                   0.84                 27
layout make-up:
| type | count | share of cell area [%] |
|---|---|---|
| Clock buffer | 5 | 3.28 |
| Clock inverter | 3 | 1.91 |
| Inverter | 3 | 0.536 |
| Multi-Input combinational cell | 148 | 44.3 |
| Sequential cell | 46 | 43.8 |
| Tap cell | 75 | 4.47 |
| Timing Repair Buffer | 4 | 1.67 |
power by group:
group / total [mW] / internal, mW / leakage, nW / switching, mW
sequential: 0.309 / 0.307 / 0.371 / 0.00219
combinational: 0.00825 / 0.00247 / 0.377 / 0.00577
clock: 0.224 / 0.123 / 0.0579 / 0.102
total: 0.542 / 0.432 / 0.806 / 0.110
state kept, by name, indices dropped and copies added (netlist names):
| signal | count |
|---|---|
| LED1 | 1 |
| LED2 | 1 |
| plain_counter1.counter | 23 |
| ready | 1 |
| result | 20 |
final timing paths:
kind                                          from  depth (start not counted)                                   end
max                              LED1$_SDFFE_PN0N_                          1                                  LED1
min                        result[10]$_SDFFE_PN0N_                          2                result[9]$_SDFFE_PN0N_
max reg2reg  plain_counter1.counter[13]$_SDFF_PN0_                          4  plain_counter1.counter[3]$_SDFF_PN0_
min reg2reg                result[10]$_SDFFE_PN0N_                          2                result[9]$_SDFFE_PN0N_
worst reg2reg max path: cells and delay by family, from the launching register on:
| family | cells | cell delay (ps) |
|---|---|---|
| AND-OR/OR-AND | 1 | 660 |
| flip-flops | 1 | 340 |
| AND/OR/NAND/NOR | 3 | 1120 |
metrics by stage:
| step | worst slack (ps) | power [mW] | hold slack [ps] | utilization, % |
|---|---|---|---|---|
| after global placement | 3770 | 0.325 | 466 | 32.9 |
| after detailed placement | 3750 | 0.325 | 471 | 32.9 |
| after global routing | 3600 | 0.562 | 500 | 34.7 |
| after floorplan | 3950 | 0.323 | 438 | - |
| after CTS | 3660 | 0.549 | 492 | 34.7 |
| final | 3670 | 0.542 | 490 | 34.7 |
cell families after synthesis:
logic type	Yosys count	synth area share (%)
AND-OR/OR-AND	19	5.79
XOR/XNOR	13	5.92
adder cells (fa/ha/maj)	1	0.651
buffers and inverters	13	3.65
flip-flops	46	47.9
multiplexers	21	10.9
other	2	0.391
AND/OR/NAND/NOR	92	24.7
placed cells by master, fill, tap and decap left out, drive strengths merged, types with 3 or more instances in the layout:
master	n
or3	4
nor4b	3
dfxtp	46
inv	3
nor2	16
mux2i	21
a21oi	6
nor3	4
xor2	8
nand4	9
o31ai	3
o21ai	8
and4	4
xnor2	5
or4	6
nor4	5
nand2	29
clkbuf	5
and3	3
nand3	6
Power is estimated from default activity; no workload was simulated.
