File: run.sh
#!/bin/bash
# OpenROAD 26Q1-2900-gdf79404cd8, Yosys 0.63+post, stock flow scripts
make -C /OpenROAD-flow-scripts/flow DESIGN_CONFIG=/design/flow/config.mk WORK_HOME=/design/flow/orfs finish
File: config.mk
export PLATFORM = sky130hd
export DESIGN_NAME = overlap
export DESIGN_NICKNAME = overlap
export VERILOG_FILES = /design/flow/design.v
export SDC_FILE = /design/flow/constraint.sdc
export NUM_CORES = 4
export LEC_CHECK = 1
export CORE_AREA = 10 10 90 90
export DIE_AREA = 0 0 100 100
File: constraint.sdc
current_design overlap

set clk_period 5.9
set clk_io_pct 0.2

create_clock -name clk0 -period $clk_period

set non_clock_inputs [all_inputs -no_clocks]
set_input_delay [expr $clk_period * $clk_io_pct] -clock clk0 $non_clock_inputs
set_output_delay [expr $clk_period * $clk_io_pct] -clock clk0 [all_outputs]
File: design.v
module overlap (
  input wire [9:0] left,
  input wire [9:0] top,
  input wire [4:0] w,
  input wire [4:0] h,
  input wire [9:0] x,
  input wire [9:0] y,
  output wire r
);
wire [9:0] right;
wire [9:0] bottom;
assign right = left + w;
assign bottom = top + h;
assign r = ((x >= left) && (x < right) && (y >= top) && (y < bottom));
endmodule
==> impl_metrics.yaml <==
# yosys + openroad results
grt:
  grt_pass1_wl_mm: 6.37
  antenna_found_initial: 0
  grt_max_degree: 10
  grt_pass1_vias: 1493
  grt_usage_pct: 7.31
  grt_remaining_overflow: 0
critical_path:
  crit_path_start_kind: "input pin"
  endpoint: "r"
  cp.arrival_ns: 4.51
  crit_path_start: "left[0]"
  crit_fanout: 3
  crit_required_ns: 4.72
  end_kind: "primary output"
  worstSetupPathType: "in2out"
pwr:
  p_total_uw: 168
  p_leak_nw: 0.994
  ir_drop_uv: 29.5
  p_per_area_nw_per_um2: 79.7
final_timing:
  final-hold-violation-count: 0
  tightest_slew_ns: 0.604
  slew_viol_final: 0
  fmax_mhz: 176
  fin_crit_ns: 5.69
  whs_ns: 3.69
  rsz0062_at_grt: "false"
  slew_headroom_pct: 58.7
  period_used_pct: 96.4
  finalSetupViolations: 0
  fin_tns_setup_ns: 0
  worst_slack_ns: 0.210
synthesis:
  top_cell_area_share_pct: 40.5
  synth_top_cell_by_area: "ha_1"
  postSynthSeqShare_pct: 0
  synth.avg_cell_area_um2: 7.84
  ys_cells: 189
  area_leaders: "ha_1 (41%), inv_1 (7.3%), a21oi_1 (6.1%), xnor2_1 (5.3%), a21o_1 (5.1%)"
  synthDistinctLibCells: 37
  yosysChipArea_um2: 1480
  synth_cells: 189
  syn-cell-area_um2: 1480
  yosysWarningCount: 0
clocking:
  ctsResizeCount: 0
  ctsHoldBuffers: 0
  post_cts_buffers: 0
routing:
  dr.pass1.iters: 4
  via_count: 1468
  drc_errors: 0
  wire_per_inst_um: 12.1
  wl_mm: 3.84
  antenna_cells: 0
  drtIter0Drc: 66
  ant_nets: 0
  viasPerCell: 4.65
floorplan:
  die_h_um: 100
  ios: 51
  die_x_um: 100
  placementRows: 29
  design.die.area_um2: 10000
  fp_util_pct: 23.6
  core_um2: 6280
placement:
  portBuffers: 51
  place.gp.congestion: 0.851
  dp_hpwl_mm: 3.60
  place_ws_ns: 0.0420
hold_path:
  hp-class: "in2out"
status:
  status: "finished, final reports clean"
run:
  warnings: 32
  cap_viol_max_count: 0
layout:
  nFlopsAndLatches: 0
  clkbuf_count: 0
  utilization_pct: 33.5
  n_fill_cell: 660
  drive_gt1_share_pct: 4.60
  regArea_um2: 0
  synthToLayoutAreaGrowth_pct: 42.0
==> worst min-delay path by stage <==
| stage | endpoint | slack, ns | startpoint | cells past startpoint |
|---|---|---|---|---|
| 5_1_grt | r | 3.76 | x[9] | 5 |
| 4_1_cts | r | 3.74 | x[9] | 5 |
| 6_report | r | 3.69 | x[9] | 5 |
==> power breakdown <==
part	switching, mW	internal, mW
clock network	0	0
logic	0.0775	0.0903
registers	0	0
total	0.0775	0.0903
==> layer usage <==
metal / GRT usage [%] / share of wire, %
met5: 0 / 0
met1: 9.37 / 46
met3: 1.80 / 6.8
met2: 12.8 / 47
met4: 0 / 0
==> worst max-delay path, cell delays in order <==
cell and delay, ns:
clkdlybuf4s50_1 0.49, ha_1 0.18, inv_1 0.06, fa_2 0.35, nor2b_1 0.12, o21ai_1 0.09, a21boi_1 0.17, o2111ai_1 0.16
xnor2_1 0.15, ha_1 0.31, and4_1 0.22, a2111oi_2 0.33, and4b_1 0.25, clkdlybuf4s50_1 0.47
==> cells in the final DEF, fill, tap and decap left out, types with 3 or more instances in the layout <==
master	instances
nand2_1	6
ha_1	47
a21oi_1	17
a211oi_1	3
nand3_1	6
inv_1	29
o21ai_0	5
clkdlybuf4s50_1	51
o21ai_1	3
a21o_1	10
nand2b_1	5
nor2_1	3
nand4_1	8
xnor2_1	9
==> synth_stat cells, types with 2 or more instances <==
| master | number |
|---|---|
| ha_1 | 48 |
| inv_1 | 29 |
| a21oi_1 | 18 |
| a21o_1 | 10 |
| xnor2_1 | 9 |
| nand4_1 | 8 |
| o21ai_0 | 7 |
| nand2_1 | 6 |
| nand3_1 | 6 |
| nand2b_1 | 5 |
| a211oi_1 | 3 |
| nor2_1 | 3 |
| nor2b_1 | 3 |
| o2111ai_1 | 3 |
| and4_1 | 2 |
| fa_1 | 2 |
| nor3_1 | 2 |
| nor3b_1 | 2 |
| o21ai_1 | 2 |
| o311a_1 | 2 |
| o31ai_1 | 2 |
| xor2_1 | 2 |
==> area by class of cell <==
| class | count | area, um^2 | share of cell area (%) |
|---|---|---|---|
| Multi-Input combinational cell | 159 | 1390 | 66.0 |
| Timing Repair Buffer | 51 | 510 | 24.2 |
| Inverter | 29 | 109 | 5.17 |
| Tap cell | 77 | 96.3 | 4.58 |
==> logic make-up (layout without fill, tap and decap cells) <==
kind of cell | after synthesis | count (layout) | synth area share, %
AND/OR/NAND/NOR | 40 | 40 | 15.8
AND-OR/OR-AND | 57 | 57 | 26.0
adder cells (fa/ha/maj) | 50 | 50 | 43.2
buffers and inverters | 30 | 80 | 7.85
XOR/XNOR | 11 | 11 | 6.50
multiplexers | 1 | 1 | 0.675
==> stage by stage <==
step                      instances  cell area [um^2]
after floorplan                 189              1480
after global placement          316              2080
after detailed placement        316              2080
after CTS                       316              2080
after global routing            316              2110
final                           316              2110
No activity file was given, so power comes from the tool's default toggle rates.
