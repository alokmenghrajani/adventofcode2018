<file path="flow/design.v">
module part1c (
  input wire clk,
  output reg LED5,
  output wire PMOD1,
  output wire PMOD2,
  output wire PMOD3,
  output wire PMOD4,
  output wire PMOD7,
  output wire PMOD8,
  output wire PMOD9,
  output wire PMOD10
);
reg ready = 0;
reg [19:0] overlaps;
wire [7:0] leds;
data_exporter data_exporter1 (.clk(clk), .en(ready), .data({8'b0, overlaps}), .leds(leds));
assign leds = {PMOD1, PMOD2, PMOD3, PMOD4, PMOD7, PMOD8, PMOD9, PMOD10};
always @(posedge clk) begin
  if (ready == 1) begin
    LED5 <= 1;
  end
  else begin
    ready <= 1;
    LED5 <= 0;
    overlaps <= 20'b0110_1001_0110_1001_0110;
  end
end
endmodule
module data_exporter #(parameter WIDTH=26, VAL=48000000) (
  input wire clk,
  input wire en,
  input wire [27:0] data,
  output reg [7:0] leds
);
reg [2:0] state;
reg [27:0] data_to_send;
wire [WIDTH-1:0] slow_counter;
wire slow_counter_overflow;
plain_counter #(.WIDTH(WIDTH), .VAL(VAL)) plain_counter_slow (.clk(clk), .en(en), .inc(1'b1), .v(slow_counter), .r(slow_counter_overflow));
always @(posedge clk) begin
  if (en == 1) begin
    if (state == 0) begin
      data_to_send <= data;
      leds <= 8'b1111_1111;
      if (slow_counter_overflow == 1) begin
        state <= 1;
      end
    end
    else if (state == 1) begin
      leds <= {1'b0, data_to_send[6:0]};
      if (slow_counter_overflow == 1) begin
        state <= 2;
      end
    end
    else if (state == 2) begin
      leds <= 8'b1000_0000;
      if (slow_counter_overflow == 1) begin
        state <= 3;
      end
    end
    else if (state == 3) begin
      leds <= {1'b0, data_to_send[13:7]};
      if (slow_counter_overflow == 1) begin
        state <= 4;
      end
    end
    else if (state == 4) begin
      leds <= 8'b1000_0000;
      if (slow_counter_overflow == 1) begin
        state <= 5;
      end
    end
    else if (state == 5) begin
      leds <= {1'b0, data_to_send[20:14]};
      if (slow_counter_overflow == 1) begin
        state <= 6;
      end
    end
    else if (state == 6) begin
      leds <= 8'b1000_0000;
      if (slow_counter_overflow == 1) begin
        state <= 7;
      end
    end
    else if (state == 7) begin
      leds <= {1'b0, data_to_send[27:21]};
      if (slow_counter_overflow == 1) begin
        state <= 0;
      end
    end
  end
  else begin
    state <= 0;
    data_to_send <= 0;
    leds <= 8'b1111_1111;
  end
end
endmodule
module plain_counter #(parameter WIDTH=1, VAL=1) (
   input clk,
   input en,
   input inc,
   output [WIDTH-1:0] v,
   output r
);
reg [WIDTH-1:0] counter;
always @(posedge clk) begin
  if (en == 1) begin
    if (inc == 1) begin
      if (counter != (VAL-1)) begin
        counter <= counter + 1;
      end
      else begin
        counter <= 0;
      end
    end
  end
  else begin
    counter <= 0;
  end
end
assign v = counter;
assign r = (inc == 1) & (counter == (VAL - 1));
endmodule
</file>
<file path="flow/run.sh">
#!/bin/bash
# OpenROAD 26Q1-2900-gdf79404cd8, Yosys 0.63+post, stock flow scripts
make -C /OpenROAD-flow-scripts/flow DESIGN_CONFIG=/design/flow/config.mk WORK_HOME=/design/flow/orfs finish
</file>
<file path="flow/config.mk">
export PLATFORM = sky130hd
export DESIGN_NAME = part1c
export DESIGN_NICKNAME = part1c
export VERILOG_FILES = /design/flow/design.v
export SDC_FILE = /design/flow/constraint.sdc
export NUM_CORES = 4
export LEC_CHECK = 1
export CORE_UTILIZATION = 40
</file>
<file path="flow/constraint.sdc">
current_design part1c

set clk_period 3.1
set clk_io_pct 0.2

create_clock -name clk0 -period $clk_period [get_ports {clk}]

set non_clock_inputs [all_inputs -no_clocks]
set_input_delay [expr $clk_period * $clk_io_pct] -clock clk0 $non_clock_inputs
set_output_delay [expr $clk_period * $clk_io_pct] -clock clk0 [all_outputs]
</file>
==> run summary <==
Figures from the flow reports.

Place:
- The pre-CTS setup check shows a worst slack of around 1.1 ns.
- The run puts the count of buffers inserted at the top-level ports at 9.
- The run puts the routability congestion estimate from global placement at about 0.84.
- The run puts the area of placed instances at roughly 2000 sq um.
- In the placement report, post-DP HPWL is listed as between 2000 and 2500 microns.
- The run puts the placed cell count at between 200 and 300.

Clocking:
- The run puts the deepest clock path buffer count at 2.
- The run gives the post-cts hold-fix buffer tally as 0.
- The run gives the post-CTS setup buffer count as 0.
- The run gives the count of clock tree sinks as between 40 and 50.
- For reference, the clock transition at the flip-flops on the worst setup and hold paths is approximately 0.09 ns.
- Looking at the clock tree report, the root buffer type is sky130_fd_sc_hd__clkbuf_8.
- The skew report gives the latency at the later pin of the worst-skew pair as roughly 0.30 ns.
- The run gives the count of instances resized after the clock tree is built as 0.
- The run gives the deepest level of the CTS H-tree as 2.
- The run gives the clock buffer count from CTS as 5.
- TritonCTS built the clock tree.

Power and ir drop:
- The run gives the register share of total power as 0.599.
- The run puts the overall power at 0.951 mW.
- The power report lists cell-internal power as around 0.73 mW.
- The run puts the reported leakage power at around 0.7 nW.
- The run puts the part of the power in the clock network at 0.380.
- The net switching power in the latest report is ~0.22 mW.
- The run gives the power density relative to cell area as between 400 and 500 nW/um^2.
- The run puts the worst voltage drop across the vdd grid at ~290 uV.
- The run puts the switching fraction of total power at 0.232.
- The run gives the combinational power share as 0.020.

Drt:
- The run puts the routed length per placed instance at 12.8 microns.
- The run gives the total inserted antenna cells as 0.
- The run gives the via count normalized by instance count as about 5.4.
- The run gives the total detailed-routing wirelength as ~3500 microns.
- Nets still carrying antenna violations after routing amount to 0.
- The run gives the detailed-route DRC error count as 0.
- The run puts the number of detailed-route iterations in the first pass at 15.
- The run gives the via count as ~1,500.
- The run puts the initial DRC count at approximately 70.

Synth:
- The run gives the summed standard-cell area reported by yosys as approximately 1900 sq um.
- Per the synth stats, the flop cell with the highest instance count is sky130_fd_sc_hd__dfxtp_1.
- The run gives the post-synthesis cell type with the largest instance count as sky130_fd_sc_hd__dfxtp_1.
- Yosys attributes the largest share of cell area to sky130_fd_sc_hd__dfxtp_1, sky130_fd_sc_hd__nand2_1, sky130_fd_sc_hd__mux2i_1.
- The cell count after synthesis came out at roughly 210.
- The run gives the share of async-settable or async-resettable flops after synthesis as 0.
- Counting instances in the post-synthesis netlist gives the leading cell types as sky130_fd_sc_hd__dfxtp_1, sky130_fd_sc_hd__nand2_1, sky130_fd_sc_hd__a21oi_1.
- The run puts the sequential fraction of the synthesis area at 0.452.
- In this run, synthesis inferred 0 flip-flops with an integrated enable.
- The run gives the share of the synthesized area in the top cell type as 0.452.
- The run gives the largest area contributor in the synthesized netlist as sky130_fd_sc_hd__dfxtp_1.
- The run puts the register bit count reported by yosys at ~43.
- The run puts the post-synthesis cell count from yosys at about 210.
- The run gives the count of warnings emitted by yosys as 3.
- The run puts the post-synthesis instance area at about 1900 sq um.
- A synthesized cell averages 9.06 sq um.
- The run gives the tally of unique sky130hd cells used after synthesis as 41.

Global routing:
- The number of antenna violations at the first check in global routing was 0.
- The first global-routing pass estimated approximately 6000 microns of wire.
- The run puts the largest net degree at the start of global routing at 21.
- The run gives the overall global routing resource usage as 0.152.
- The number of global-route vias before repair was 1,348.
- The run gives the total congestion overflow after global routing as 0.

Worst setup path:
- The run puts the worst-case register-to-register setup slack at 1.15 ns.
- The number of cells on the worst reg-to-reg path is 5.
- The arrival time of data at the worst endpoint is listed as ~2.2 ns.
- Looking at the reg2reg group, the worst path ends at data_exporter1.state[3].
- The run gives the beginning of the worst register-to-register path as data_exporter1.plain_counter_slow.counter[0].
- The run gives the top fanout value on the critical path as 8.
- The worst setup path is captured at a register.
- STA classifies the critical path startpoint as a register.
- According to the timing report, the critical path is launched from data_exporter1.plain_counter_slow.counter[0].
- The run gives the kind of critical path as register to register.
- The run gives the critical path data required time as between 3 and 4 ns.

Final timing:
- The run puts the final cycle utilization of the critical path at 0.629.
- Between clock sinks in the finished design, the worst skew comes to approximately 0.0084 ns.
- The run puts the number of endpoints failing setup at the final stage at 0.
- The run puts the top achievable clock speed at between 0.5 and 0.6 GHz.
- The transition time recorded at the tightest slew-check pin is around 0.6 ns.
- Once routing completed, OpenROAD measured the worst setup slack at 1.15 ns.
- The run gives the post-route setup TNS as 0 ns.
- Setup repair after global routing left no endpoint under its margin.
- The run puts the number of pins with negative max-slew slack in the final report at 0.
- The run puts the number of hold violations in the final report at 0.
- Counting I/O delays and the setup requirement, the final critical path takes around 2.0 ns.
- The run puts the relative max-transition margin at 0.589.

Floorplan:
- The run gives the overall chip area as just over 5000 sq um.
- The run puts the vertical die size at between 70 and 80 microns.
- The run gives the core utilization before placement as 0.425.
- The region available for standard cell placement spans between 4000 and 5000 sq um.
- The run gives the count of boundary I/O pins as 10.
- In this run the horizontal extent of the chip is 71.0 microns.
- The run puts the row count at 24.

Worst hold path:
- The path class of the tightest hold or removal check is register to register.
- The run gives the end point of the worst hold path as data_exporter1.leds[6].
- The run gives the number of cells traversed by the worst hold path as 2.
- The run gives the startpoint of the most critical hold path as data_exporter1.leds[6].

Job:
- The run puts the total of max-cap violations at 0.
- The run gives the number of OpenROAD warnings as 25.

Cells and area:
- The run puts the fraction of layout instances using a drive strength above 1 at 0.0901.
- The run puts the total non-filler cell area in the finished layout at 2130 sq um.
- In this run the layout overhead on the synthesized area is reported as 12.0%.
- The run gives the final cell count without fillers as roughly 270.

Run status:
- The run finished with clean final reports.
[area by class of cell]
class | instances | area (sq um)
repair buffers | 12 | 113
well taps | 52 | 65.1
multi-input cells | 153 | 976
clock buffers | 5 | 68.8
clock inverters | 3 | 25.0
flip-flops and latches | 43 | 861
fillers | 428 | 2340
inverters | 6 | 22.5
[critical path, stage by stage, from the launching register on]
cell and delay [ns]:
sky130_fd_sc_hd__dfxtp_1 0.37, sky130_fd_sc_hd__ha_1 0.22, sky130_fd_sc_hd__and4_1 0.33, sky130_fd_sc_hd__nand4_2 0.22, sky130_fd_sc_hd__nor3_4 0.51, sky130_fd_sc_hd__mux2i_1 0.23
[flip-flops by register name, indices dropped and copies added, names as in the netlist]
register,flops
data_exporter1.data_to_send,1
ready,1
data_exporter1.state,8
data_exporter1.plain_counter_slow.counter,26
data_exporter1.leds,6
LED5,1
[cell usage in the layout (no fill, tap or decap), types with 8 or more instances in the layout]
master,n
sky130_fd_sc_hd__nor2_1,12
sky130_fd_sc_hd__nand3_1,8
sky130_fd_sc_hd__o31ai_1,8
sky130_fd_sc_hd__nand2_1,29
sky130_fd_sc_hd__or4_1,9
sky130_fd_sc_hd__mux2i_1,8
sky130_fd_sc_hd__dfxtp_1,43
sky130_fd_sc_hd__a21oi_1,14
sky130_fd_sc_hd__clkdlybuf4s50_1,9
[stage by stage]
| stage | utilization | hold slack [ns] |
|---|---|---|
| after floorplan | - | 0.329 |
| after global placement | 0.455 | 0.431 |
| after detailed placement | 0.455 | 0.436 |
| after CTS | 0.476 | 0.450 |
| after global routing | 0.476 | 0.490 |
| final | 0.476 | 0.444 |
[worst max-delay path by stage]
stage	end	slack, ns
after CTS	data_exporter1.state[3]	1.12
after global routing	data_exporter1.state[1]	0.96
final	data_exporter1.state[3]	1.15
[layer usage]
metal,vias to the layer above,routed length (microns),GRT usage
met1,680,1810,0.227
met5,-,0,0
met4,0,0,0.0200
met2,20,1570,0.238
met3,0,123,0.0347
li1,781,-,-
[power groups by stage]
stage / logic, mW / registers [mW] / clock network [mW]
4_1_cts: 0.0197 / 0.570 / 0.376
5_1_grt: 0.0223 / 0.572 / 0.405
6_report: 0.0195 / 0.570 / 0.361
[cells by family (layout without fill, tap and decap cells)]
kind of cell	after synthesis	after routing	share of synthesized area
simple gates	98	98	0.300
flops	43	43	0.452
compound gates	36	36	0.118
buf+inv	14	26	0.0375
xor+xnor	9	9	0.0414
mux	8	8	0.0421
fa+ha+maj	1	1	0.00657
other cells	1	1	0.00197
Power is estimated from default activity; no workload was simulated.
